===== /design/flow/config.mk =====
export PLATFORM = sky130hd
export DESIGN_NAME = ClockAndCounter
export DESIGN_NICKNAME = ClockAndCounter
export VERILOG_FILES = /design/flow/design.v
export SDC_FILE = /design/flow/constraint.sdc
export NUM_CORES = 4
export LEC_CHECK = 1
export CORE_AREA = 10 10 103 103
export DIE_AREA = 0 0 113 113

===== /design/flow/constraint.sdc =====
current_design ClockAndCounter

set clk_period 4.9
set clk_io_pct 0.2

create_clock -name clk0 -period $clk_period [get_ports {Clk}]

set non_clock_inputs [all_inputs -no_clocks]
set_input_delay [expr $clk_period * $clk_io_pct] -clock clk0 $non_clock_inputs
set_output_delay [expr $clk_period * $clk_io_pct] -clock clk0 [all_outputs]

===== /design/flow/run.sh =====
#!/bin/bash
# OpenROAD 26Q1-2900-gdf79404cd8, Yosys 0.63+post, stock flow scripts
make -C /OpenROAD-flow-scripts/flow DESIGN_CONFIG=/design/flow/config.mk WORK_HOME=/design/flow/orfs finish

===== /design/flow/design.v =====
module Clock_Divider(
    input nReset, Clk,          
    output reg Clock_out
);
    localparam DIVIDE_VALUE = 12_500_000;  
    reg [23:0] counter;
    always @(negedge Clk or negedge nReset) begin
        if (!nReset) begin
            counter <= 24'd0;
            Clock_out <= 1'b0;
        end
        else begin
            if (counter == DIVIDE_VALUE - 1) begin
                counter <= 24'd0;
                Clock_out <= ~Clock_out;  
            end
            else begin
                counter <= counter + 1;
            end
        end
    end
endmodule
module HexTo7Segment(
	input wire [3:0] Hex,
	input wire DP,
	output reg [6:0] Segment
);
always@(*)
	begin
		case({DP, Hex})
			5'b00000 : Segment = 7'b1111110;  
			5'b00001 : Segment = 7'b0110000;  
			5'b00010 : Segment = 7'b1101101;  
			5'b00011 : Segment = 7'b1111001;  
			5'b00100 : Segment = 7'b0110011;  
			5'b00101 : Segment = 7'b1011011;  
			5'b00110 : Segment = 7'b1011111;  
			5'b00111 : Segment = 7'b1110000;  
			5'b01000 : Segment = 7'b1111111;  
			5'b01001 : Segment = 7'b1111011;  
			5'b01010 : Segment = 7'b1110111;  
			5'b01011 : Segment = 7'b0011111;  
			5'b01100 : Segment = 7'b1001110;  
			5'b01101 : Segment = 7'b0111101;  
			5'b01110 : Segment = 7'b1001111;  
			5'b01111 : Segment = 7'b1000111;  
			default : Segment = 7'b0000000;
			endcase
	end
endmodule
module ClockAndCounter(
    input nReset, Clk,          
    input wire Load,           
    input wire Count_en,       
    input wire Up,             
    input wire [3:0] Count_in,  
    input wire DP,             
    output wire [7:0] Segment  
);
  Clock_Divider clock_inst (
        .Clk(Clk),
        .nReset(nReset),
        .Clock_out(Clock_out),
    );
  HexDigitCounter hex_inst (
        .Clk(Clock_out),            
        .nReset(nReset),         
		  .Load(Load),          
        .Count_en(Count_en),       
        .Up(Up),             
        .Count_in(Count_in),  
        .DP(DP),             
        .Segment(Segment)  
    );
endmodule
module HexDigitCounter(
    input wire Clk,            
    input wire nReset,         
    input wire Load,           
    input wire Count_en,       
    input wire Up,             
    input wire [3:0] Count_in,  
    input wire DP,             
    output wire [7:0] Segment  
);
    wire [3:0] count_value;
    FourBit_UpDown_Counter counter_inst (
        .Clk(Clk),
        .nReset(nReset),
        .Load(Load),
        .Count_en(Count_en),
        .Up(Up),
        .Count_in(Count_in),
        .Count_out(count_value)   
    );
    HexTo7Segment decoder_inst (
        .Hex(count_value),        
        .DP(DP),
        .Segment(Segment)         
    );
endmodule
module FourBit_UpDown_Counter(
	input wire Clk, nReset, Load, Count_en, Up,
	input wire [3:0] Count_in,
	output reg [3:0] Count_out
);
always @(negedge Clk or negedge nReset)
	if (!nReset) begin
		Count_out <= 4'b0000;
	end
	else begin
		if (Load) begin
			Count_out <= Count_in;
		end
		else begin
			if (!Count_en) begin
				Count_out <= Count_out;
			end
			else begin
				if (!Up) begin
					Count_out <= Count_out - 1; 
				end
				else begin
					Count_out <= Count_out + 1;
				end
			end
		end
	end
endmodule

==> flow_metrics.rpt <==
=== SYNTHESIS / PLACE & ROUTE SUMMARY ===
----------------------------------------------------
[Run status]
  Outcome ........................ complete, no violations

[Detailed routing]
  Met2 wire length ........................ 1407 µm
  Vias after detailed routing ........................ 1345
  First-pass DRT Iterations ........................ 4
  Count of antenna diodes in the layout ........................ 0
  Top layer reached by signal wires ........................ met3
  Met1 Wirelength ........................ 1782 µm
  Number of nets still failing antenna checks after routing ........................ 0
  Wire length after detailed routing ........................ 3381 µm
  DRC violation count after routing ........................ 0
  Routed length on met3 ........................ 190 µm
  Initial detailed-routing violation count ........................ 47
  Avg Vias per Cell ........................ 4.439
  Average wire per standard cell ........................ 11.16 µm

[Flow run]
  Maximum Capacitance Violations ........................ 0
  Tool Warnings ........................ 30

[STA]
  Worst clock skew on the final layout ........................ 2.605 ps
  Final Max Slew Viols ........................ 0
  Final Setup Violations ........................ 0
  Number of register pins that no clock reaches ........................ 4
  Total Neg Setup Slack ........................ 0 ps
  Unrepaired setup endpoints after global routing ........................ no
  Slew margin rel. ........................ 58.38%
  Measured slew at the worst slew-check pin ........................ 622.3 ps
  Number of unconstrained endpoints ........................ 4
  Final number of hold-violating endpoints ........................ 0

[Logic synthesis]
  Chip area estimate from yosys synthesis ........................ 1788 µm²
  Share of flip-flops with an asynchronous set or reset ........................ 100.0%
  Total standard cell area after synthesis ........................ 1788 µm²
  Average size of a mapped cell ........................ 9.561 µm²
  Share of synthesized area occupied by flip-flops and latches ........................ 40.59%
  Yosys cell types ........................ 45
  Total number of yosys warnings ........................ 5
  Mapped Cells ........................ 187
  Cells in synth_stat.txt ........................ 187
  Dominant register cell ........................ sky130_fd_sc_hd__dfrtn_1
  Yosys reg bits ........................ 29
  Number of enable flip-flop cells ........................ 0

[Floorplanning]
  Core Area ........................ 8299 µm²
  Vertical die size ........................ 113 µm
  Initial Utilization ........................ 21.54%
  Row count ........................ 33
  Ports placed on the boundary ........................ 18
  Overall die width ........................ 113 µm
  Die Footprint ........................ 12770 µm²

[Clock network]
  Maximum root-to-sink buffer count ........................ 2
  Htree depth ........................ 1
  TritonCTS clock tree ........................ done
  Clock root buffer ........................ sky130_fd_sc_hd__clkbuf_8
  Clock transition at path regs ........................ 60 ps
  Post-CTS Repair Setup Buffers ........................ 0
  CTS resizes ........................ 0
  Hold buffer count at cts ........................ 0
  TritonCTS buffer count ........................ 3
  Source-to-sink clock delay at the later pin of the worst-skew pair ........................ 280 ps

[Placement]
  Area after DPL ........................ 2031 µm²
  Post-DP HPWL ........................ 2481 µm
  Final RePlAce weighted congestion ........................ 0.7641
  Port Buffer Count ........................ 16

[Worst setup path]
  Cell chain of the critical path ........................ clkdlybuf4s50_1 -> buf_4
  Top Family by Delay on Critical Path ........................ buffers and inverters
  R2r endpoint ........................ clock_inst.Clock_out
  FF-to-FF Start ........................ clock_inst.counter[0]
  Cell depth of the worst flop-to-flop path ........................ 5
  Peak per-stage delay on the critical path ........................ 450 ps
  Stages on the worst setup path ........................ 2
  Worst reg-to-reg setup slack ........................ 2770 ps
  Highest-delay cell along the critical path ........................ sky130_fd_sc_hd__clkdlybuf4s50_1
  Kind of start point of the critical path ........................ input port
  Startpoint-to-endpoint class of the critical path ........................ input port to async pin
  Worst Setup End Kind ........................ async pin
  Worst path buffer plus inverter count ........................ 2
  Critical Path Fanout Max ........................ 29
  Endpoint required time on the critical path ........................ 2960 ps
  Arrival time of the worst setup path ........................ 1770 ps

[Cells and area]
  Area growth from synthesis to layout ........................ 16.10%
  Layout Utilization ........................ 25.01%
  Dominant logic cell types in the final layout ........................ sky130_fd_sc_hd__dfrtn_1 (29), sky130_fd_sc_hd__nand2_1 (16), sky130_fd_sc_hd__clkdlybuf4s50_1 (16)
  Most instantiated logic cell after routing ........................ sky130_fd_sc_hd__dfrtn_1
  Number of filler cells placed in the layout ........................ 874
  Ratio of cells with drive above 1 in the final layout ........................ 6.566%
  Post-route standard cell area excluding fillers ........................ 2076 µm²

[GRT]
  Remaining global-route overflow ........................ 0
  Global-route wire length before repair ........................ 6051 µm
  Total routing usage reported by global routing ........................ 5.344%
  Largest net degree at the start of global routing ........................ 30
  Vias in the first global route ........................ 1297
  Number of antenna violations at the first check in global routing ........................ 0

[Power]
  Power density relative to cell area ........................ 171.9 nW/µm²
  Post-layout power ........................ 0.0003568 W
  Peak supply drop ........................ 122.8 µV
  Leakage power summed over all cells ........................ 0.9025 nW

[Hold path]
  Class of the tightest hold or removal check ........................ flop to flop
  Worst hold stages ........................ 1
  Launch point of the worst hold path ........................ clock_inst.counter[0]
  Worst hold endpoint ........................ clock_inst.counter[0]

----------------------------------------------------
-- metal layers --
metal,track usage [%],vias up
li1,-,683
met1,8.131,634
met2,7.949,28
met3,1.335,0
met4,0,0
met5,0,-
-- layout make-up --
| cell class | count | area (µm²) | area share [%] |
|---|---|---|---|
| multi-input combinational | 139 | 972.2 | 46.84 |
| timing repair buffer | 17 | 167.7 | 8.077 |
| clock buffer | 4 | 45.04 | 2.170 |
| tap | 105 | 131.4 | 6.329 |
| inverter | 9 | 33.78 | 1.627 |
| sequential | 29 | 725.7 | 34.96 |
-- sequential cells by signal, indices dropped and copies added (netlist names) --
register	cells
hex_inst.counter_inst.Count_out	4
clock_inst.Clock_out	1
clock_inst.counter	24
-- metrics by stage --
step / hold slack (ps) / std cells / worst slack (ps)
6_report: 409.1 / 303 / 1190
5_1_grt: 438.4 / 303 / 1092
4_1_cts: 414.7 / 303 / 1162
3_5_place_dp: 413.9 / 299 / 856.1
3_3_place_gp: 398.3 / 299 / 848.7
2_1_floorplan: 374.7 / 187 / 1774
-- report_power, final --
part | switching (W) | leakage [nW] | internal [W]
Clock | 0.0000633 | 0.0228 | 0.0000581
Combinational | 0.0000127 | 0.492 | 0.0000151
Sequential | 0 | 0.388 | 0.000208
Total | 0.0000760 | 0.902 | 0.000281
-- cell families (layout without fill, tap and decap cells) --
family                   count (synthesis)  after routing  share of synthesized area (%)
XOR/XNOR                                16             16                          7.837
multiplexers                             4              4                          2.939
other                                    1              1                         0.2097
adder cells (fa/ha/maj)                 10             10                          7.418
buffers and inverters                   19             30                          5.038
AND-OR/OR-AND                           34             34                          12.11
AND/OR/NAND/NOR                         74             74                          23.86
flip-flops                              29             29                          40.59
-- synthesized netlist by cell type (all sizes together), types with 3 or more instances --
cell type  count  area [µm²]
a21o           3       22.52
xnor2         10       87.58
a21oi          9       45.04
clkbuf         4       15.01
nor2          14       52.55
nor3           3       26.28
or3            5       36.28
xor2           6       52.55
buf            6       41.28
and4           4       37.54
or4            4       30.03
nand2         16       60.06
inv            9       33.78
mux2i          3       30.03
a211oi         3       22.52
nand3         11       67.57
o31ai          3       22.52
ha             9       112.6
dfrtn         29       725.7
o21ai         10       50.05
nand4          4       31.28
-- worst max-delay path by stage --
| stage | from | to | slack [ps] |
|---|---|---|---|
| after CTS | nReset | clock_inst.counter[13] | 1160 |
| after global routing | nReset | clock_inst.counter[16] | 1090 |
| final | nReset | clock_inst.counter[23] | 1190 |
Power is estimated from default activity; no workload was simulated.
