File: flow/run.sh
#!/bin/bash
# OpenROAD 26Q1-2900-gdf79404cd8, Yosys 0.63+post, stock flow scripts
make -C /OpenROAD-flow-scripts/flow DESIGN_CONFIG=/design/flow/config.mk WORK_HOME=/design/flow/orfs finish
File: flow/config.mk
export PLATFORM = sky130hd
export DESIGN_NAME = WMC_with_Clock
export DESIGN_NICKNAME = WMC_with_Clock
export VERILOG_FILES = /design/flow/design.v
export SDC_FILE = /design/flow/constraint.sdc
export NUM_CORES = 4
export LEC_CHECK = 1
export CORE_UTILIZATION = 30
File: flow/constraint.sdc
current_design WMC_with_Clock

set clk_period 3.3
set clk_io_pct 0.2

create_clock -name clk0 -period $clk_period [get_ports {CLOCK}]

set non_clock_inputs [all_inputs -no_clocks]
set_input_delay [expr $clk_period * $clk_io_pct] -clock clk0 $non_clock_inputs
set_output_delay [expr $clk_period * $clk_io_pct] -clock clk0 [all_outputs]
File: flow/design.v
module Clock_Divider(
    input nReset, Clk,          
    output reg Clock_out
);
    localparam DIVIDE_VALUE = 12_500_000;  
    reg [23:0] counter;
    always @(negedge Clk or negedge nReset) begin
        if (!nReset) begin
            counter <= 24'd0;
            Clock_out <= 1'b0;
        end
        else begin
            if (counter == DIVIDE_VALUE - 1) begin
                counter <= 24'd0;
                Clock_out <= ~Clock_out;  
            end
            else begin
                counter <= counter + 1;
            end
        end
    end
endmodule
module WMC (
    input wire CLOCK,            
    input wire nRESET,           
    input wire START,            
    input wire REGULAR,          
    input wire LARGE,            
    input wire DIRTY,            
    input wire WET,              
    input wire T20DONE,          
    output reg REGULAR_DISP,     
    output reg LARGE_DISP,       
    output reg WASH,             
    output reg RINSE,            
    output reg DRY,              
    output reg T20START          
);
    parameter IDLE          = 4'd0;
    parameter LOAD_DETECT   = 4'd1;
    parameter DISPENSE_REG  = 4'd2;
    parameter DISPENSE_LRG  = 4'd3;
    parameter WASH_CYCLE    = 4'd4;
    parameter RINSE_CYCLE   = 4'd5;
    parameter CHECK_DIRTY   = 4'd6;
    parameter DRY_CYCLE     = 4'd7;
    parameter DONE          = 4'd8;
    reg [3:0] current_state, next_state;
    reg [1:0] cycle_count;
    reg [1:0] next_cycle_count;
    always @(negedge CLOCK or negedge nRESET) begin
        if (!nRESET) begin
            current_state <= IDLE;
            cycle_count <= 2'd0;
        end else begin
            current_state <= next_state;
            cycle_count <= next_cycle_count;
        end
    end
    always @(*) begin
        next_state = current_state;
        next_cycle_count = cycle_count;
        case (current_state)
            IDLE: begin
                if (!START) begin
                    next_state = LOAD_DETECT;
                    next_cycle_count = 2'd0;   
                end
            end
            LOAD_DETECT: begin
                if (REGULAR)
                    next_state = DISPENSE_REG;
                else if (LARGE)
                    next_state = DISPENSE_LRG;
            end
            DISPENSE_REG: begin
                next_state = WASH_CYCLE;
            end
            DISPENSE_LRG: begin
                next_state = WASH_CYCLE;
            end
            WASH_CYCLE: begin
                if (T20DONE)
                    next_state = RINSE_CYCLE;
            end
            RINSE_CYCLE: begin
                if (T20DONE)
                    next_state = CHECK_DIRTY;
            end
            CHECK_DIRTY: begin
                next_cycle_count = cycle_count + 1;   
                if (DIRTY && (cycle_count < 2'd1)) begin
                    next_state = WASH_CYCLE;
                end else begin
                    next_state = DRY_CYCLE;
                end
            end
            DRY_CYCLE: begin
                if (!WET || T20DONE)
                    next_state = DONE;
            end
            DONE: begin
                next_state = IDLE;   
            end
            default: begin
                next_state = IDLE;
            end
        endcase
    end
    always @(*) begin
        REGULAR_DISP = 1'b0;
        LARGE_DISP = 1'b0;
        WASH = 1'b0;
        RINSE = 1'b0;
        DRY = 1'b0;
        T20START = 1'b0;
        case (current_state)
            DISPENSE_REG: begin
                REGULAR_DISP = 1'b1;
            end
            DISPENSE_LRG: begin
                LARGE_DISP = 1'b1;
            end
            WASH_CYCLE: begin
                WASH = 1'b1;
                T20START = 1'b1;
            end
            RINSE_CYCLE: begin
                RINSE = 1'b1;
                T20START = 1'b1;
            end
            DRY_CYCLE: begin
                DRY = 1'b1;
                T20START = 1'b1;
            end
            default: begin
            end
        endcase
    end
endmodule
module WMC_with_Clock(
    input wire CLOCK,            
    input wire nRESET,           
    input wire START,            
    input wire REGULAR,          
    input wire LARGE,            
    input wire DIRTY,            
    input wire WET,              
    input wire T20DONE,          
    output wire REGULAR_DISP,     
    output wire LARGE_DISP,       
    output wire WASH,             
    output wire RINSE,            
    output wire DRY,              
    output wire T20START          
);
    wire Clock_out;   
    Clock_Divider clock_inst (
        .Clk(CLOCK),
        .nReset(nRESET),
        .Clock_out(Clock_out)
    );
    WMC wmc_inst (
        .CLOCK(Clock_out),            
        .nRESET(nRESET),              
        .START(START),                
        .REGULAR(REGULAR),            
        .LARGE(LARGE),                
        .DIRTY(DIRTY),                
        .WET(WET),                    
        .T20DONE(T20DONE),            
        .REGULAR_DISP(REGULAR_DISP),  
        .LARGE_DISP(LARGE_DISP),      
        .WASH(WASH),                  
        .RINSE(RINSE),                
        .DRY(DRY),                    
        .T20START(T20START)           
    );
endmodule
==> impl_metrics.ini <==
; yosys + openroad results
[run]
warnings = 25
maxCapViolations = 0

[setup_path]
slowest_stage = dfrtn_1
slowest_delay_ns = 0.47
crit_type = reg -> reg
path_cells = ha_1 > nand4_1 > or3_1 > nor2_1 > buf_4 > o31ai_1
crit_fanout = 8
cp_num_buf_inv = 1
start_kind = register
worst-endpoint-arrival_ns = 4.05
worstSetupEndpointType = register
critPathTopFamily = simple AND/OR/NAND/NOR gates
cp.required_ns = 5.07

[place]
gp_congestion = 0.832
dp_hpwl_um = 2050
dp_slack_ns = 0.710
dpl-instance-area_um2 = 1890
dp.cells = 236
port_buffers = 13

[logic_synthesis]
ys_chip_area_um2 = 1660
synthTopCellsByCount = 35 x dfrtn_1, 14 x nor2_1, 13 x nand3_1
synth_top_flop_cell = dfrtn_1
synth_area_per_cell_um2 = 10.9
synth_cell_types = 36
ys_ff = 36
netlist_instances = 152
area_leaders = dfrtn_1 53%, xnor2_1 5.3%, xor2_1 4.2%, nand3_1 3.9%, nor2_1 3.2%
yosysSeqAreaShare_pct = 54.5
yosysWarningCount = 2
synth_area_leader_cell = dfrtn_1
synth-edff-count = 0
top_cell = dfrtn_1
synth_top_area_share_pct = 52.9
yosys_cells = 152
synthArstFlopShare_pct = 100
netlist_area_um2 = 1660

[sta]
relSlewSlack_pct = 61.9
grt_setup_unrepaired = no
slew_viol_final = 0
untimed_endpoints = 17
setup_viol = 0
fin_crit_sh_pct = 69.0
fmax_ghz = 0.439
finalSetupTns_ns = 0
worst_pin_slew_ns = 0.567
finClkSkew_ns = 0.00264
worst_slack_ns = 1.02
finalCriticalPeriod_ns = 2.28
unclocked_regs = 11
finalHoldViolCount = 0

[global_routing]
grt_pass1_wl_um = 5220
grt_use_total_pct = 10.9
grt_max_degree = 25
grt_pass1_vias = 1157
grt.overflow.total = 0
antenna_found_initial = 0

[layout]
fin_area_um2 = 1940
final_cells = 240
area_growth_pct = 16.9
drive_gt1_share_pct = 8.82

[clock_network]
post_cts_buffers = 0
htreeDepth = 1
clkLatencyLatePin_ns = 0.27
cts_hold_buffers = 0
cts_tree = done
clock-root-buffer = clkbuf_8
cts_resized = 0
cts-buffers-inserted = 3
path_clk_slew_ns = 0.06
clockBufferDepth = 2

[routing]
vias_per_cell = 4.79
drt-total-wl_um = 2760
drtIter0Drc = 14
drtPass1Iterations = 6
wl_per_cell_um = 11.5
ant_nets = 0
drc = 0
num_vias = 1149
diodes = 0

[worst_hold_path]
hold_class = reg -> reg

[die]
dieWidth_um = 76.3
fp_util_pct = 31.8
die-area_um2 = 5820
chipHeight_um = 76.3
rows = 26
coreArea_um2 = 5200
ioPinCount = 14

[power_and_ir_drop]
p_leak_uw = 0.000854
power.density_nw_per_um2 = 261
ir_worst_vdd_v = 0.000156
finalPower_uw = 505

[run_status]
status = finished, final reports clean
-- state kept, by name (all words and copies together) (netlist names), named ones only --
name and count:
clock_inst.counter 24, wmc_inst.current_state 8, wmc_inst.cycle_count 2, clock_inst.Clock_out 1
-- cells in the final DEF (no fill, tap or decap), drive strengths merged --
master,count
and4,2
nor4bb,1
o32ai,1
a21oi,2
nor2,14
nand2b,1
and2,2
a32o,2
clkdlybuf4s50,12
nand3,13
nor4,6
xnor2,10
buf,3
nor3,2
o21ai,6
nand4,9
mux2i,4
inv,8
or4,2
mux2,1
a211oi,1
o31ai,2
or3,2
nor3b,1
nand2,8
and3,3
clkbuf,4
a21boi,1
dfrtn,35
ha,2
dfstp,1
xor2,8
nor2b,1
-- path summary, 6_finish.rpt --
| path | from | endpoint | slack (ns) | depth (start not counted) |
|---|---|---|---|---|
| setup / recovery | clock_inst.counter[0] | clock_inst.counter[18] | 1.02 | 6 |
| hold / removal | clock_inst.counter[0] | clock_inst.counter[0] | 0.42 | 1 |
| setup reg to reg | clock_inst.counter[0] | clock_inst.counter[18] | 1.02 | 6 |
| hold reg to reg | clock_inst.counter[0] | clock_inst.counter[0] | 0.42 | 1 |
| max in group asynchronous | nRESET | clock_inst.counter[4] | 1.04 | 2 |
| min in group asynchronous | nRESET | clock_inst.counter[14] | 1.81 | 1 |
-- where the power goes --
group          leakage (µW)  switching, µW  internal, µW
sequential         0.000486              0           308
combinational      0.000345           11.8          10.2
clock             0.0000228           89.0          86.1
-- per-layer routing --
metal / vias to the layer above / GRT usage, % / share of wire, %
li1: 583 / - / -
met1: 535 / 17.6 / 50
met2: 29 / 16.6 / 44
met3: 2 / 1.58 / 5.2
met4: 0 / 1.35 / 0.72
met5: - / 0 / 0
-- area by class of cell --
type                    instances  area, µm²
well taps                      70       87.6
multi-input cells             107        718
repair buffers                 15        153
inverters                       8       30.0
flip-flops and latches         36        902
clock buffers                   4       45.0
fillers                       513       3270
-- metrics by stage --
step | util, % | hold WS, ns
2_1_floorplan | - | 0.389
3_3_place_gp | 36.3 | 0.418
3_5_place_dp | 36.3 | 0.424
4_1_cts | 37.2 | 0.424
5_1_grt | 37.2 | 0.449
6_report | 37.2 | 0.418
-- logic make-up after synthesis --
kind of cell               count (synthesis)  share of synthesized area, %
xor gates and xnor gates                  18                          9.52
and+or+nand+nor                           67                          23.1
buffers and inverters                      9                          2.12
adders and majority gates                  2                          1.51
muxes                                      5                          3.10
DFF                                       36                          54.5
AOI/OAI and AO/OA                         15                          6.20
Power and IR drop assume default switching activity.
