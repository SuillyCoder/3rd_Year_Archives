## design/flow/design.v

```verilog
module ComplexCounter(
	input wire Clk, nReset, M,
	output reg [2:0] Count
);
	localparam B0 = 3'b000;
	localparam B1 = 3'b001;
	localparam B2 = 3'b010;
	localparam B3 = 3'b011;
	localparam B4 = 3'b100;
	localparam B5 = 3'b101;
	localparam B6 = 3'b110;
	localparam B7 = 3'b111;
	localparam G0 = 3'b000;
	localparam G1 = 3'b001;
	localparam G2 = 3'b011;
	localparam G3 = 3'b010;
	localparam G4 = 3'b110;
	localparam G5 = 3'b111;
	localparam G6 = 3'b101;
	localparam G7 = 3'b100;
	reg [2:0] cstate, nstate;  
	always @ (negedge Clk) begin
		if (!nReset)
			cstate <= B0;
		else 
			cstate <= nstate;
	end
	always @ (*) begin
		case (cstate)
			B0: nstate = (M == 1'b0) ? B1 : G1;
			B1: nstate = (M == 1'b0) ? B2 : G2;
			B2: nstate = (M == 1'b0) ? B3 : G3;
			B3: nstate = (M == 1'b0) ? B4 : G4;
			B4: nstate = (M == 1'b0) ? B5 : G5;
			B5: nstate = (M == 1'b0) ? B6 : G6;
			B6: nstate = (M == 1'b0) ? B7 : G7;
			B7: nstate = (M == 1'b0) ? B0 : G0;
			G0: nstate = (M == 1'b1) ? G1 : B1;
			G1: nstate = (M == 1'b1) ? G2 : B2;
			G2: nstate = (M == 1'b1) ? G3 : B3;
			G3: nstate = (M == 1'b1) ? G4 : B4;
			G4: nstate = (M == 1'b1) ? G5 : B5;
			G5: nstate = (M == 1'b1) ? G6 : B6;
			G6: nstate = (M == 1'b1) ? G7 : B7;
			G7: nstate = (M == 1'b1) ? G0 : B0;
			default : nstate <= B0;
		endcase
	end
	always @(*) begin
		Count = cstate;
	end
endmodule
```

## design/flow/run.sh

```bash
#!/bin/bash
# OpenROAD 26Q1-2900-gdf79404cd8, Yosys 0.63+post, stock flow scripts
make -C /OpenROAD-flow-scripts/flow DESIGN_CONFIG=/design/flow/config.mk WORK_HOME=/design/flow/orfs finish
```

## design/flow/config.mk

```make
export PLATFORM = sky130hd
export DESIGN_NAME = ComplexCounter
export DESIGN_NICKNAME = ComplexCounter
export VERILOG_FILES = /design/flow/design.v
export SDC_FILE = /design/flow/constraint.sdc
export NUM_CORES = 4
export LEC_CHECK = 1
export CORE_AREA = 10 10 70 70
export DIE_AREA = 0 0 80 80
```

## design/flow/constraint.sdc

```tcl
current_design ComplexCounter

set clk_period 1.3
set clk_io_pct 0.2

create_clock -name clk0 -period $clk_period [get_ports {Clk}]

set non_clock_inputs [all_inputs -no_clocks]
set_input_delay [expr $clk_period * $clk_io_pct] -clock clk0 $non_clock_inputs
set_output_delay [expr $clk_period * $clk_io_pct] -clock clk0 [all_outputs]
```

==> results.txt <==
Status -> complete, but fails checks
Failing checks -> negative setup slack
Slew Limit Fails -> 0
CTS H-tree depth -> 1
Cell Type Count -> 11
Dpl hpwl -> 263 um
Worst-path clk slew -> 0.03 ns
DRT Wirelength -> 388 um
Mapped Area -> 140 sq um
Row count -> 21
Wire per inst -> 5.32 um
Post-place instance area -> 263 sq um
Internal power -> 0.000263 W
Final WS setup -> -0.330 ns
Biggest register -> cstate
Yosys Instances -> 13
Die width -> 80 um
Synth Seq Share -> 0.429
Yosys warns -> 1
Yosys top cell by area -> dfxtp_1
Flip-flop and latch area -> 66.3 sq um
CP startpoint kind -> register
Comb gate area -> 76.3 sq um
Ports -> 6
Vias -> 146
Clk_skew -> 0.00587 ns
IR drop worst, VDD -> 0.000154 V
Yosys top cell area share -> 0.429
Die area -> 6400 sq um
Max-slew headroom -> 0.896
IO buf count -> 5
Crit. End Element -> output port
Synth area leaders -> dfxtp_1 (43%), and3b_2 (7.1%), mux2i_1 (7.1%)
Post-route cell area -> 299 sq um
Largest net degree at the start of global routing -> 7
Vias in the first global route -> 186
Residual DRC -> 0
RSZ-0062 raised after global routing -> true
Syn_area_per_cell -> 10.8 sq um
CTS Buf Count -> 3
Initial drt markers -> 0
Height of the die -> 80 um
Launch point of the worst reg-to-reg path -> cstate[0]
Hold WC Path Type -> register to register
Global route overflow -> 0
PwrDens -> 1220 nW/um^2
CP Cell Sequence -> buf_6
Total negative setup slack -> -0.942 ns
Fillers -> 400
Clock sinks -> 3
Hold_sp -> cstate[2]
Worst Path Arrival -> 1.37 ns
Required @ worst endpoint -> 1.04 ns
Final Util -> 0.0875
Antenna diodes -> 0
Flops after synth -> 3
Slowest CP cell -> dfxtp_4
Combinational group share of total power -> 0.171
Tightest Pin Transition -> 0.154 ns
Setup crit start -> cstate[0]
CP Class -> register to output port
Clock latency (worst-skew pair) -> 0.29 ns
Final setup fails -> 3
CP peak stage delay -> 0.33 ns
DRT antenna net count -> 0
Flip-flop count of the largest register after layout -> 3
Psw -> 0.000101 W
Global-route wire length before repair -> 669 um
Tool Warnings -> 30
MaxCap Viol Count -> 0
Longest Clk Path Bufs -> 2
Via density -> 2.00
Biggest regs -> cstate x3
Leakage -> 0.140 nW
Area Growth Syn to Fin -> 113%
Switching Share -> 0.277
Hold Fails Final Rpt -> 0
Critical path buffers and inverters -> 1
Chip area in the Yosys report -> 140 sq um
Sequential power share -> 0.298
GRT Resource Usage Total -> 0.0139
# hold bufs at CTS -> 0
Share of cells above drive strength 1 -> 0.481
Syn Inst Count -> 13
TritonCTS clock tree -> done
Clock power share -> 0.531
Root Driver -> clkbuf_4
CP max FO -> 2
FP Util -> 0.0410
GP Congestion -> 0.688
Top delay family on crit path -> flip-flops
Pre-Repair DR Iteration Count -> 1
Initial antenna violation count -> 0
Core area -> 3420 sq um
## synthesized netlist by cell type, drive strengths merged
cell type and count:
o31a 1, and3b 1, mux2i 1, inv 1, o21a 1, o211ai 1, xor2 1, dfxtp 3
and2 1, o211a 1, a21boi 1
## layout by cell type (no fill, tap or decap)
cell	count
inv_1	4
clkbuf_4	3
buf_4	3
dfxtp_2	2
dlygate4sd2_1	2
buf_2	2
mux2i_1	1
and2_1	1
a21boi_0	1
and3b_2	1
o21a_1	1
xor2_1	1
o31a_1	1
o211ai_1	1
o211a_1	1
dfxtp_4	1
buf_6	1
## timing repair
| action | CTS | global route |
|---|---|---|
| setup buffers | 1 | 0 |
| endpoints found under the hold margin | 0 | 0 |
| endpoints found under the setup margin | 6 | 3 |
| resized | 15 | 1 |
## final timing paths
check,end,slack [ns],depth (start not counted)
setup / recovery,Count[0],-0.33,1
hold / removal,cstate[1],0.65,3
setup reg to reg,cstate[1],0.31,3
hold reg to reg,cstate[1],0.65,3
## cell type report
type | count | share of cell area
clock buffers | 3 | 0.0753
repair buffers | 8 | 0.205
multi-input cells | 9 | 0.255
well taps | 46 | 0.192
flip-flops and latches | 3 | 0.222
clock inverters | 4 | 0.0502
## routing by layer
layer / global-route usage / vias up / share of wire
met3: 0.0239 / 2 / 0.28
met5: 0 / - / 0
met1: 0.0106 / 60 / 0.35
met2: 0.0128 / 8 / 0.35
met4: 0.0123 / 0 / 0.018
li1: - / 76 / -
## worst register-to-register path, delay by kind of cell, from the launching register on
family / cells / cell delay, ns
AOI/OAI and AO/OA: 2 / 0.41
DFF: 1 / 0.33
buffers and inverters: 1 / 0.15
## per-stage QoR
step	hold slack, ns	total power (W)	setup WS (ns)	instances
after floorplan	0.538	0.000153	0.0254	13
after detailed placement	0.641	0.000191	-0.529	66
final	0.646	0.000364	-0.330	73
after CTS	0.648	0.000374	-0.346	73
after global routing	0.700	0.000391	-0.357	73
after global placement	0.631	0.000191	-0.506	66
## power groups by stage
stage	clock network, W	logic [W]	registers [W]
6_report	0.000193	0.0000620	0.000109
5_1_grt	0.000210	0.0000706	0.000111
4_1_cts	0.000207	0.0000591	0.000108
## cell families (layout without fill, tap and decap cells)
family / after synthesis / in the layout / synth area share
DFF: 3 / 3 / 0.429
xor gates and xnor gates: 1 / 1 / 0.0625
muxes: 1 / 1 / 0.0714
AOI/OAI and AO/OA: 5 / 5 / 0.295
buffers and inverters: 1 / 15 / 0.0268
and+or+nand+nor: 2 / 2 / 0.116
Power figures rest on the tool's default switching activity, not on a simulated workload.
